[./constraint.sdc]
current_design ID

set clk_period 60.4
set clk_io_pct 0.2

create_clock -name clk0 -period $clk_period [get_ports {clk}]

set non_clock_inputs [all_inputs -no_clocks]
set_input_delay [expr $clk_period * $clk_io_pct] -clock clk0 $non_clock_inputs
set_output_delay [expr $clk_period * $clk_io_pct] -clock clk0 [all_outputs]
[./run.sh]
#!/bin/bash
# OpenROAD 26Q1-2900-gdf79404cd8, Yosys 0.63+post, stock flow scripts
make -C /OpenROAD-flow-scripts/flow DESIGN_CONFIG=/design/flow/config.mk WORK_HOME=/design/flow/orfs finish
[./design.v]
`timescale 1ns / 1ps
module ID(
    input       clk,
    input 		regwrite_wb, memtoreg_wb, jal_wb, lui_wb, 
    input 		[4:0]	rw_wb, 
    input 		[31:0] Imm_wb, PC_wb,ALU_wb,Ram_wb, 
    input       [31:0]  ins,
    output		[31:0] 	SyscallOut,
    output		halt,
    output 		[3:0]	ALUOP,
    output 		[4:0] 	rw,
    output 		jr ,jal ,j ,bne ,beq ,blez ,
    output 		Memwrite, MemToReg ,Regwrite ,ALUsrc ,RegDst ,
    output 		lb ,
    output 		lui ,
    output 		[31:0] A , B ,Ext , Imm,
    output		[31:0] index
    );
    reg  [31:0] cnt = 0;
    wire [31:0] cnt_in;
    wire show;
	wire [1:0]EXTOP;
	wire [31:0] sign_ext, zero_ext, reg_ext;
	wire Syscall,  S;
	wire [4:0] rA, rB;
	wire [31:0] Din_reg_wb;
	assign Din_reg_wb =  lui_wb?Imm_wb
							:(jal_wb? (PC_wb+1)
								 :(memtoreg_wb?Ram_wb:ALU_wb));
 	assign  show = (A!=32'ha)&&Syscall;
	assign 	S = (EXTOP == 2);
	assign  rA = Syscall ? 5'h02 : (S ? ins[20:16] : ins[25:21]);
	assign  rB = Syscall ? 5'h04 : ins[20:16];
	assign 	rw = jal ? 5'h1f : (RegDst ? ins[15:11] :ins[20:16]) ;
	assign 	Ext = EXTOP[1]?(EXTOP[0]?0:reg_ext):(EXTOP[0]?zero_ext:sign_ext);
	assign 	Imm = {ins[15:0], 16'h0000};
	assign  halt =  (Syscall & (A==32'h000a)) | (ins == 32'h0000);
	assign index = {6'h0,ins[25:0]};
    always @(posedge clk)
    begin
    	cnt <= cnt_in;
    end
    assign cnt_in = show ? B : cnt;
    assign SyscallOut = show ? cnt_in: cnt;
	extender m_extender(ins, sign_ext, zero_ext, reg_ext);
   	controller m_controller(ins[31:26], ins[5:0], 
   		Syscall,ALUOP,jr,jal,j,bne,beq,EXTOP,Memwrite,MemToReg,Regwrite,ALUsrc,RegDst,lb,blez, lui);
   	regfile m_regfile(clk, regwrite_wb, rw_wb, rA, rB, Din_reg_wb, 
   						A, B);
endmodule
`timescale 1ns / 1ps
module controller(op,func,Syscall,ALUOP,jr,jal,j,bne,beq,EXTOP,Memwrite,MemToReg,Regwrite,ALUsrc,RegDst,lb,blez, lui);
    input [5:0]op;
    input [5:0]func;
    output reg  Syscall;
    output reg [3:0]ALUOP; 
    output reg jr,jal,j,bne,beq; 
    output reg [1:0]EXTOP; 
    output reg Memwrite, MemToReg,Regwrite,ALUsrc,RegDst;
    output reg lb;  
    output reg blez;     
    output reg lui;     
    always @(*)
    begin
        if(op == 6'b000000) begin 
            case(func)
                6'b000100:begin 
                    jr <=0;
                    jal <=0;
                    j<=0;
                    bne<=0;
                    beq <=0;
                    blez <= 0;
                    Memwrite <=0;
                    MemToReg<=0;
                    ALUsrc <=0;
                    Syscall <=0;
                    RegDst <= 1;
                    Regwrite <= 1;
                    EXTOP <= 2'b00;
                    ALUOP <= 4'b1101;
                    lb <= 1'b0;
                    lui <= 0;
                end
                6'b100000:begin 
                    jr <=0;
                    jal <=0;
                    j<=0;
                    bne<=0;
                    beq <=0;
                    blez <= 0;
                    Memwrite <=0;
                    MemToReg<=0;
                    ALUsrc <=0;
                    Syscall <=0;
                    RegDst <= 1;
                    Regwrite <= 1;
                    EXTOP <= 2'b00;
                    ALUOP <= 4'b0101;
                    lb <= 1'b0;
                    lui <= 0;
                end
                6'b100001:begin 
                    jr <=0;
                    jal <=0;
                    j<=0;
                    bne<=0;
                    beq <=0;
                    blez <= 0;
                    Memwrite <=0;
                    MemToReg<=0;
                    ALUsrc <=0;
                    Syscall <=0;
                    RegDst <= 1;
                    Regwrite <= 1;
                    EXTOP <= 2'b00;
                    ALUOP <= 4'b0101;
                    lb <= 1'b0;
                    lui <= 0;
                end
                6'b100100:begin 
                    jr <=0;
                    jal <=0;
                    j<=0;
                    bne<=0;
                    beq <=0;
                    blez <= 0;
                    Memwrite <=0;
                    MemToReg<=0;
                    ALUsrc <=0;
                    Syscall <=0;
                    RegDst <= 1;
                    Regwrite <= 1;
                    EXTOP <= 2'b00;
                    ALUOP <= 4'b0111;
                    lb <= 1'b0;
                    lui <= 0;
                end
                6'b100111:begin 
                    jr <=0;
                    jal <=0;
                    j<=0;
                    bne<=0;
                    beq <=0;
                    blez <= 0;
                    Memwrite <=0;
                    MemToReg<=0;
                    ALUsrc <=0;
                    Syscall <=0;
                    RegDst <= 1;
                    Regwrite <= 1;
                    EXTOP <= 2'b00;
                    ALUOP <= 4'b1010;
                    lb <= 1'b0;
                    lui <= 0;
                end
                6'b100101:begin 
                    jr <=0;
                    jal <=0;
                    j<=0;
                    bne<=0;
                    beq <=0;
                    blez <= 0;
                    Memwrite <=0;
                    MemToReg<=0;
                    ALUsrc <=0;
                    Syscall <=0;
                    RegDst <= 1;
                    Regwrite <= 1;
                    EXTOP <= 2'b00;
                    ALUOP <= 4'b1000;
                    lb <= 1'b0;
                    lui <= 0;
                end
                6'b000000:begin 
                    jr <=0;
                    jal <=0;
                    j<=0;
                    bne<=0;
                    beq <=0;
                    blez <= 0;
                    Memwrite <=0;
                    MemToReg<=0;
                    Syscall <=0;
                    RegDst <= 1;
                    Regwrite <= 1;
                    ALUsrc <= 1;
                    EXTOP <= 2'b10;
                    ALUOP <= 4'b0000;
                    lb <= 1'b0;
                    lui <= 0;
                end
                6'b000011:begin 
                    jr <=0;
                    jal <=0;
                    j<=0;
                    bne<=0;
                    beq <=0;
                    blez <= 0;
                    Memwrite <=0;
                    MemToReg<=0;
                    Syscall <=0;
                    RegDst <= 1;
                    Regwrite <= 1;
                    ALUsrc <= 1;
                    EXTOP <= 2'b10;
                    ALUOP <= 4'b0001;
                    lb <= 1'b0;
                    lui <= 0;
                end
                6'b000010:begin 
                    jr <=0;
                    jal <=0;
                    j<=0;
                    bne<=0;
                    beq <=0;
                    blez <= 0;
                    Memwrite <=0;
                    MemToReg<=0;
                    Syscall <=0;
                    RegDst <= 1;
                    Regwrite <= 1;
                    ALUsrc <= 1;
                    EXTOP <= 2'b10;
                    ALUOP <= 4'b0010;
                    lb <= 1'b0;
                    lui <= 0;
                end
                6'b100010:begin 
                    jr <=0;
                    jal <=0;
                    j<=0;
                    bne<=0;
                    beq <=0;
                    blez <= 0;
                    Memwrite <=0;
                    MemToReg<=0;
                    ALUsrc <=0;
                    Syscall <=0;
                    RegDst <= 1;
                    Regwrite <= 1;
                    EXTOP <= 2'b00;
                    ALUOP <= 4'b0110;
                    lb <= 1'b0;
                    lui <= 0;
                end
                6'b001000:begin 
                    jal <=0;
                    j<=0;
                    bne<=0;
                    beq <=0;
                    blez <= 0;
                    Memwrite <=0;
                    MemToReg<=0;
                    ALUsrc <=0;
                    RegDst <= 0;
                    Regwrite <= 0;
                    Syscall <=0;
                    jr <= 1;
                    EXTOP <= 2'b00;
                    ALUOP <= 4'b1101;
                    lb <= 1'b0;
                    lui <= 0;
                end
                6'b001100:begin 
                    Syscall <= 1;
                    jal <=0;
                    j<=0;
                    bne<=0;
                    beq <=0;
                    blez <= 0;
                    Memwrite <=0;
                    MemToReg<=0;
                    ALUsrc <=0;
                    RegDst <= 0;
                    Regwrite <= 0;
                    jr <= 0;
                    EXTOP <= 2'b00;
                    ALUOP <= 4'b1101;
                    lb <= 1'b0;
                    lui <= 0;
                end
                6'b101010:begin 
                    RegDst <= 1;
                    Regwrite <= 1;
                    Syscall <= 0;
                    jal <=0;
                    j<=0;
                    bne<=0;
                    beq <=0;
                    blez <= 0;
                    Memwrite <=0;
                    MemToReg<=0;
                    ALUsrc <=0;
                    jr <= 0;
                    EXTOP <= 2'b00;
                    ALUOP <= 4'b1011;
                    lb <= 1'b0;
                    lui <= 0;
                end
                6'b101011:begin 
                    RegDst <= 1;
                    Regwrite <= 1;
                    Syscall <= 0;
                    jal <=0;
                    j<=0;
                    bne<=0;
                    beq <=0;
                    blez <= 0;
                    Memwrite <=0;
                    MemToReg<=0;
                    ALUsrc <=0;
                    jr <= 0;
                    EXTOP <= 2'b00;
                    ALUOP <= 4'b1100;
                    lb <= 1'b0;
                    lui <= 0;
                end
            endcase
        end
        else begin
            case(op) 
                6'b001111:begin 
                    Regwrite <= 1;
                    ALUsrc <= 0;
                    RegDst <= 0;
                    Syscall <= 0;
                    jal <=0;
                    j <=0;
                    bne <=0;
                    beq <=0;
                    blez <= 0;
                    Memwrite <=0;
                    MemToReg<=0;
                    jr <= 0;
                    EXTOP <= 2'b00;
                    ALUOP <= 4'b1011;
                    lb <= 1'b0;
                    lui <= 1;
                end
                6'b100000:begin 
                    Regwrite <= 1;
                    ALUsrc <= 1;
                    RegDst <= 0;
                    Syscall <= 0;
                    jal <=0;
                    j <=0;
                    bne <=0;
                    beq <=0;
                    blez <= 0;
                    Memwrite <=0;
                    MemToReg<=1;
                    jr <= 0;
                    EXTOP <= 2'b00;
                    ALUOP <= 4'b0101;
                    lb <= 1'b1;
                    lui <= 0;
                end
                6'b000110:begin 
                    Regwrite <= 0;
                    ALUsrc <= 0;
                    RegDst <= 0;
                    Syscall <= 0;
                    jal <=0;
                    j <=0;
                    bne <=0;
                    beq <=0;
                    blez <= 1;
                    Memwrite <=0;
                    MemToReg<=0;
                    jr <= 0;
                    EXTOP <= 2'b00;
                    ALUOP <= 4'b1011;
                    lb <= 1'b0;
                    lui <= 0;
                end
                6'b001000:begin 
                    Regwrite <= 1;
                    ALUsrc <= 1;
                    RegDst <= 0;
                    Syscall <= 0;
                    jal <=0;
                    j <=0;
                    bne <=0;
                    beq <=0;
                    blez <= 0;
                    Memwrite <=0;
                    MemToReg<=0;
                    jr <= 0;
                    EXTOP <= 2'b00;
                    ALUOP <= 4'b0101;
                    lb <= 1'b0;
                    lui <= 0;
                end
                6'b001001:begin 
                    Regwrite <= 1;
                    ALUsrc <= 1;
                    RegDst <= 0;
                    Syscall <= 0;
                    jal <=0;
                    j<=0;
                    bne<=0;
                    beq <=0;
                    blez <= 0;
                    Memwrite <=0;
                    MemToReg<=0;
                    jr <= 0;
                    EXTOP <= 2'b00;
                    ALUOP <= 4'b0101;
                    lb <= 1'b0;
                    lui <= 0;
                end
                6'b001100:begin 
                    Regwrite <= 1;
                    ALUsrc <= 1;
                    Syscall <= 0;
                    jr <= 0;
                    jal <=0;
                    j <= 0;
                    bne <= 0;
                    beq <= 0;
                    blez <= 0;
                    Memwrite <=0;
                    MemToReg <= 0;
                    RegDst <= 0;
                    EXTOP <= 2'b00;
                    ALUOP <= 4'b0111;
                    lb <= 1'b0;
                    lui <= 0;
                end
                6'b001101:begin 
                    Regwrite <= 1;
                    ALUsrc <= 1;
                    Syscall <= 0;
                    jr <= 0;
                    jal <=0;
                    j <= 0;
                    bne <= 0;
                    beq <= 0;
                    blez <= 0;
                    Memwrite <=0;
                    MemToReg <= 0;
                    RegDst <= 0;
                    EXTOP <= 2'b01;
                    ALUOP <= 4'b1000;
                    lb <= 1'b0;
                    lui <= 0;
                end
                6'b000100:begin 
                    beq <= 1;
                    blez <= 0;
                    bne <= 0;
                    ALUsrc <= 0;
                    Regwrite <= 0;
                    Syscall <= 0;
                    jr <= 0;
                    jal <=0;
                    j <= 0;
                    Memwrite <=0;
                    MemToReg <= 0;
                    RegDst <= 0;
                    EXTOP <= 2'b00;
                    ALUOP <= 4'b1101;
                    lb <= 1'b0;
                    lui <= 0;
                end
                6'b000101:begin 
                    bne <= 1;
                    ALUsrc <= 0;
                    Regwrite <= 0;
                    Syscall <= 0;
                    jr <= 0;
                    jal <=0;
                    j <= 0;
                    beq <= 0;
                    blez <= 0;
                    Memwrite <=0;
                    MemToReg <= 0;
                    RegDst <= 0;
                    EXTOP <= 2'b00;
                    ALUOP <= 4'b1101;
                    lb <= 1'b0;
                    lui <= 0;
                end
                6'b000010:begin 
                    j <= 1;
                    ALUsrc <= 0;
                    Regwrite <= 0;
                    Syscall <= 0;
                    jr <= 0;
                    jal <=0;
                    bne <= 0;
                    beq <= 0;
                    blez <= 0;
                    Memwrite <=0;
                    MemToReg <= 0;
                    Regwrite <= 0;
                    ALUsrc <= 0;
                    RegDst <= 0;
                    EXTOP <= 2'b00;
                    ALUOP <= 4'b1101;
                    lb <= 1'b0;
                    lui <= 0;
                end
                6'b000011:begin 
                    jal <= 1;
                    Regwrite <= 1;
                    ALUsrc <= 0;
                    Syscall <= 0;
                    jr <= 0;
                    j <= 0;
                    bne <= 0;
                    beq <= 0;
                    blez <= 0;
                    Memwrite <=0;
                    MemToReg <= 0;
                    ALUsrc <= 0;
                    RegDst <= 0;
                    EXTOP <= 2'b00;
                    ALUOP <= 4'b1101;
                    lb <= 1'b0;
                    lui <= 0;
                end
                6'b100011:begin 
                    ALUsrc <= 1;
                    Regwrite <= 1;
                    MemToReg <= 1;
                    Syscall <= 0;
                    jr <= 0;
                    jal <=0;
                    j <= 0;
                    bne <= 0;
                    beq <= 0;
                    blez <= 0;
                    Memwrite <=0;
                    RegDst <= 0;
                    EXTOP <= 2'b00;
                    ALUOP <= 4'b0101;
                    lb <= 1'b0;
                    lui <= 0;
                end
                6'b101011:begin 
                    ALUsrc <= 1;
                    Memwrite <= 1;
                    Regwrite <= 0;
                    Syscall <= 0;
                    jr <= 0;
                    jal <=0;
                    j <= 0;
                    bne <= 0;
                    beq <= 0;
                    blez <= 0;
                    MemToReg <= 0;
                    RegDst <= 0;
                    EXTOP <= 2'b00;
                    ALUOP <= 4'b0101;
                    lb <= 1'b0;
                    lui <= 0;
                end
                6'b001010:begin 
                    ALUsrc <= 1;
                    Regwrite <= 1;
                    Syscall <= 0;
                    jr <= 0;
                    jal <=0;
                    j <= 0;
                    bne <= 0;
                    beq <= 0;
                    blez <= 0;
                    Memwrite <=0;
                    MemToReg <= 0;
                    RegDst <= 0;
                    EXTOP <= 2'b00;
                    ALUOP <= 4'b1011;
                    lb <= 1'b0;
                    lui <= 0;
                end
            endcase
        end
    end
endmodule
`timescale 1ns / 1ps
module extender(
input [31:0] ROM_D,
output reg [31:0] d4, 
output reg [31:0] d5, 
output reg [31:0] d7  
    );
    reg [15:0] d3;
    reg [4:0] d6;
    always @(*)
    begin
    d3<=ROM_D[15:0];
    d6<=ROM_D[10:6];
    d4[31:16] <={16{d3[15]}};
    d4[15:0] <= d3;
    d5[31:16] <= 0;
    d5[15:0] <= d3;
    d7[31:5] <= 0;
    d7[4:0] <= d6;
    end
endmodule
module regfile(clk, WE, rW, rA, rB, W, A, B);
input clk, WE; 
input [4:0] rW, rA, rB; 
input [31:0] W; 
output [31:0] A, B; 
reg [31:0] register [31:0]; 
integer i;
initial
	begin
	   for (i = 0; i < 32; i = i + 1)
		  register[i] = 0; 
	end
assign A = register[rA];
assign B = register[rB];
always @(posedge clk)
	begin
		if ((rW != 0) && (WE == 1))
			begin
				register[rW] <= W;
			end
	end
endmodule
[./config.mk]
export PLATFORM = sky130hd
export DESIGN_NAME = ID
export DESIGN_NICKNAME = ID
export VERILOG_FILES = /design/flow/design.v
export SDC_FILE = /design/flow/constraint.sdc
export NUM_CORES = 4
export LEC_CHECK = 1
export CORE_UTILIZATION = 30
==> results.tsv <==
metric	value	unit
crit_path_top_delay_cell	nand2_2	
dr.pass1.iters	6	
critPathLaunchType	input port	
cts_tree	yes	
clockBufferDepth	3	
worstPathCellList	buf_8, buf_4, nor4b_1, a21oi_1, nand2_2, buf_4, a32oi_1, a31oi_1, a2111oi_1, buf_4, a211oi_1, nand4b_1, o41ai_4, buf_4, buf_4, mux2_2, clkdlybuf4s50_1	
cp-end-kind	output port	
numSynthFlops	1076	
max_freq	32.3	MHz
path_max_fanout	30	
synthArstFlopShare	0	
r2r-end	cnt[0]	
outcome	finished, final reports clean	
layout.cells.non_filler	6877	
finalSetupViolCount	0	
dpl-instance-area	60500	um2
setup-tns-final	0	ns
first_global_vias	40300	
fp_util	0.303	
chip_area	182000	um2
area_growth	18.7	%
tightest_slew	1.07	ns
warnings	32	
worstSkewPairLatency	0.78	ns
ys_cells	4113	
final_area	64300	um2
ff_type	edfxtp_1	
rsz0062_at_grt	no	
ctsRootBufferMaster	clkbuf_16	
dp_hpwl	127000	um
min_to	cnt[31]	
unclocked_pins	20	
maxSlewViolCount	0	
clkSlewWorstSetupHoldPaths	0.06	ns
ctsResizeCount	0	
grt_max_degree	109	
core-area	179000	um2
fin_hold_ws	0.471	ns
critPathMaxStageDelay	0.71	ns
worstPathRequired	48.32	ns
finalHoldViolCount	0	
worstPathArrival	18.86	ns
edf_count	1024	
h-tree-depth	3	
io_pins	385	
top_area_frac	0.568	
yosysUniqueCellTypes	82	
netlist_area	54100	um2
die_x	427	um
gr-total-overflow	0	
slew_headroom	0.277	
vias_per_cell	5.62	
rrSetupSlack	55.89	ns
min_path_type	reg2reg	
detail_route.wl_per_cell	29.8	um
r2r.worst_path.cells	13	
rr_startpoint	m_regfile.register[13][20]	
yosysChipArea	54100	um2
drt_iter0_markers	2905	
drc	0	
cts_setup_buffers	0	
path_class	in2out	
vias	38600	
topCellsByArea	edfxtp_1 57%, mux4_2 9.4%, mux2i_1 6.8%	
post-synth-top-area-cell	edfxtp_1	
routed_wl	205000	um
die_y	427	um
powerDensity	27.2	nW/um2
drive_gt1_frac	0.174	
grt_pass1_wl	287000	um
gp_congestion	0.947	
numCtsBuffers	116	
rows	155	
ant_nets	0	
synthCells	4113	
fin_crit	30.94	ns
untimed_endpoints	37	
grt_usage	0.236	
crit_top_cell	buf_4	
whs_path_depth	1	
dp_cells	6666	
io_buffers	362	
period_used_share	0.512	
postCtsHoldBufs	0	
fin_skew	0.0623	ns
fillCellCount	16800	
ir_worst_vdd	0.0252	mV
max_cap_violations	0	
leakage	0.0219	uW
antenna_found_initial	5	
syn_area_per_cell	13.2	um2
yosysWarnings	4	
hp-start	cnt[31]	
## final cells by class
type / count / area [um2] / share of cell area
antenna: 1 / 2.50 / 0.0000389
clock buffer: 139 / 3020 / 0.0470
clock inverter: 71 / 747 / 0.0116
inverter: 45 / 169 / 0.00263
multi-input combinational: 2653 / 20700 / 0.323
sequential: 1076 / 31700 / 0.493
tap: 2355 / 2950 / 0.0458
timing repair buffer: 537 / 4970 / 0.0773
## where the power goes
part / leakage [uW] / switching (uW) / internal (uW)
clock: 0.00183 / 309 / 400
combinational: 0.0108 / 130 / 80.3
sequential: 0.00927 / 5.25 / 825
## worst max-delay path, delay by kind of cell
kind	cells	cell delay [ns]
muxes	1	0.42
and+or+nand+nor	3	1.78
buffers and inverters	7	2.76
AOI/OAI and AO/OA	6	1.75
## flip-flops by register name (all words and copies together) (netlist names)
register,flops
m_regfile.register,1024
cnt,32
m_controller.ALUOP,4
m_controller.EXTOP,2
m_controller.ALUsrc,1
m_controller.MemToReg,1
m_controller.Memwrite,1
m_controller.RegDst,1
m_controller.Regwrite,1
m_controller.Syscall,1
m_controller.beq,1
m_controller.blez,1
m_controller.bne,1
m_controller.j,1
m_controller.jal,1
m_controller.jr,1
m_controller.lb,1
m_controller.lui,1
## worst max-delay path by stage
| stage | startpoint | to | slack [ns] | depth (start not counted) |
|---|---|---|---|---|
| 5_1_grt | ins[16] | SyscallOut[0] | 29.26 | 17 |
| 4_1_cts | ins[21] | SyscallOut[0] | 29.39 | 17 |
| 6_report | ins[16] | SyscallOut[0] | 29.46 | 17 |
## placed cells by master (no fill, tap or decap), types with 32 or more instances in the layout
cell and count:
nor2_1 95, a221oi_1 35, nor2_4 33, o21ai_0 119, conb_1 54, mux2i_1 365, mux2_2 70, nand2_1 741
a21oi_1 102, a211oi_1 59, a32oi_1 63, dfxtp_1 32, clkdlybuf4s50_1 355, a21o_1 35, a31oi_1 67, clkbuf_16 116
mux4_2 225, o21ai_2 32, nand3_1 164, buf_4 173, inv_1 45, a311oi_1 36, edfxtp_1 1024
## Yosys cell counts, drive strengths merged (4+ instances only)
| master | n |
|---|---|
| and3 | 20 |
| o211ai | 18 |
| mux2 | 100 |
| nand3b | 5 |
| and4bb | 4 |
| dfxtp | 32 |
| a21o | 39 |
| nand2b | 10 |
| a31oi | 68 |
| o221ai | 16 |
| a22oi | 11 |
| a32o | 6 |
| a32oi | 63 |
| nor3 | 17 |
| nor4 | 20 |
| dlxtn | 20 |
| a21oi | 106 |
| a2bb2oi | 4 |
| a211o | 5 |
| nor2b | 30 |
| clkbuf | 131 |
| buf | 261 |
| nor2 | 131 |
| nand4 | 24 |
| edfxtp | 1024 |
| nand3 | 165 |
| a2111oi | 11 |
| nand2 | 745 |
| mux4 | 225 |
| o21ai | 151 |
| a311oi | 36 |
| xnor2 | 19 |
| xor2 | 12 |
| o22ai | 25 |
| or2 | 4 |
| mux2i | 366 |
| a221oi | 36 |
| a211oi | 61 |
| and2 | 9 |
| inv | 45 |
| or4 | 5 |
## layer usage
layer / up-vias / GRT usage / share of wire
met4: 24 / 0.0971 / 0.053
li1: 16400 / - / -
met5: - / 0.0238 / 0.0031
met2: 3051 / 0.345 / 0.44
met3: 544 / 0.196 / 0.19
met1: 18600 / 0.240 / 0.31
## through the flow
stage	utilization	setup WS, ns	total power, uW
global placement	0.338	29.49	1050
CTS	0.360	29.39	1760
finish	0.360	29.46	1750
detailed placement	0.338	29.42	1050
floorplan	-	33.26	956
global route	0.360	29.26	1800
## cell families (layout without fill, tap and decap cells)
group | after synthesis | after routing | synth area share
other cells | 1 | 55 | 0.0000693
buf+inv | 437 | 792 | 0.0438
simple gates | 1199 | 1199 | 0.0956
mux | 691 | 691 | 0.184
flops | 1056 | 1056 | 0.580
compound gates | 677 | 677 | 0.0859
latches | 20 | 20 | 0.00555
xor+xnor | 31 | 31 | 0.00501
fa+ha+maj | 1 | 1 | 0.000231
Power and IR drop assume default switching activity.
