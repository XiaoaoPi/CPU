File: config.mk
export PLATFORM = sky130hd
export DESIGN_NAME = redirection
export DESIGN_NICKNAME = redirection
export VERILOG_FILES = /design/flow/design.v
export SDC_FILE = /design/flow/constraint.sdc
export NUM_CORES = 4
export LEC_CHECK = 1
export CORE_AREA = 10 10 229 229
export DIE_AREA = 0 0 239 239
File: constraint.sdc
current_design redirection

set clk_period 12.5
set clk_io_pct 0.2

create_clock -name clk0 -period $clk_period

set non_clock_inputs [all_inputs -no_clocks]
set_input_delay [expr $clk_period * $clk_io_pct] -clock clk0 $non_clock_inputs
set_output_delay [expr $clk_period * $clk_io_pct] -clock clk0 [all_outputs]
File: design.v
`timescale 1ns / 1ps
module redirection(
	input	ALUsrc, memwrite,
	input 	[31:0] RF_A, RF_B, Ext, des_memstage, des_wbstage,
	input	[4:0]  ra, rb, mem_dst, wb_dst,
	input	[31:0] Imm_mem, Imm_wb, PC_mem, PC_wb, ALU_mem, ALU_wb , Ram_wb,
	input 	lui_mem, lui_wb, jal_mem, jal_wb, memtoreg_mem, memtoreg_wb,
	output	[31:0] X, Y, mem_din
    );
    wire A_rlvto_mem,
    	 B_rlvto_mem,
    	 A_rlvto_wb,
    	 B_rlvto_wb;
    wire	[31:0]	mem_regdin, wb_regdin;
    assign A_rlvto_mem = (ra!=0) & (ra == mem_dst);
    assign A_rlvto_wb  = (ra!=0) & (ra == wb_dst);
    assign B_rlvto_mem = (rb!=0) & (rb == mem_dst);
    assign B_rlvto_wb  = (rb!=0) & (rb == wb_dst);
    assign mem_regdin =  lui_mem?Imm_mem
						:(jal_mem? (PC_mem+1)
							 :ALU_mem);
    assign wb_regdin =  lui_wb?Imm_wb
						:(jal_wb? (PC_wb+1)
							 :(memtoreg_wb? Ram_wb:ALU_wb));						
    assign X = A_rlvto_mem ? mem_regdin : (A_rlvto_wb? wb_regdin : RF_A);
    assign Y = memwrite ? Ext :(B_rlvto_mem ? mem_regdin : (B_rlvto_wb? wb_regdin : (ALUsrc?Ext:RF_B)));
    assign mem_din = B_rlvto_mem ? des_memstage :(B_rlvto_wb ? des_wbstage : RF_B); 
endmodule
File: run.sh
#!/bin/bash
# OpenROAD 26Q1-2900-gdf79404cd8, Yosys 0.63+post, stock flow scripts
make -C /OpenROAD-flow-scripts/flow DESIGN_CONFIG=/design/flow/config.mk WORK_HOME=/design/flow/orfs finish
==> reports/metrics.yaml <==
outcome:
  outcome: "complete, no violations"
clocking:
  post_cts_buffers: 0
  holdBufCountCts: 0
  post_cts_resized: 0
timing:
  worst_slack_ns: 3.56
  period_needed_ns: 8.94
  setup_tns_ns: 0
  rsz0062_at_grt: "no"
  clock.fmax_ghz: 0.112
  report.final.slew_viol_count: 0
  final_hold_viol_count: 0
  worst_pin_slew_ns: 0.912
  max_slew_margin_pct: 39.2
  setup_viol: 0
  min_period_over_period_pct: 71.5
  hold_slack_ns: 5.92
placed_design:
  post-place-ws_ns: 3.51
  place.gp.congestion: 0.918
  hpwl_um: 44100
  portBuffers: 507
job:
  max_cap_violations: 0
  warnings: 33
cells_and_area:
  final_util_pct: 23.7
  numSequentialCells: 0
  clock_buffers: 0
  regArea_um2: 0
  final_cell_mix: "503 x clkdlybuf4s50_1, 108 x nand2_1, 102 x o21ai_0, 63 x mux2i_1, 61 x a21oi_1"
  drive_above_1_share_pct: 7.01
  final_common_cell: "clkdlybuf4s50_1"
  syn2layout_area_growth_pct: 109
synth:
  ys_seq_share_pct: 0
  syn_inst: 859
  synthDominantCellAreaShare_pct: 11.6
  yosys.area.top_type: "mux2i_1"
  synth_cell_types: 58
  syn_avg_cell_area_um2: 6.30
  yosysCellCount: 859
  yosysWarnings: 0
  yosys-top-cells-area: "mux2i_1 12%, o21ai_0 9.4%, nand2_1 7.5%"
  synth_area_mm2: 0.00541
  synth-area-yosys_mm2: 0.00541
worst_setup_path:
  worstSetupPathType: "input pin to output port"
  path_max_fanout: 20
  cp-startpoint: "rb[2]"
  start_kind: "input pin"
  cp_slowest_stage_delay_ns: 0.68
  cp_cell_sequence: "clkdlybuf4s50_1, or4_1, nor2_1, nor4_2, buf_4, nor2_1, buf_4, a31oi_1, o32ai_1, a211oi_1, clkdlybuf4s50_1"
  worstPathArrival_ns: 6.44
  crit_slowest_cell: "clkdlybuf4s50_1"
  critPathCapture: "Y[16]"
  required_ns: 10.00
  end_kind: "output port"
global_route:
  grtUsageMet3_pct: 4.27
  grt_pass1_wl_um: 67500
  grt_pass1_vias: 8903
  antenna_found_initial: 7
  grt_max_degree: 66
  globalRouteMet2Util_pct: 26.9
  top_usage_layer: "met2"
  met1_usage_pct: 22.8
  grt_remaining_overflow: 0
  track_usage_pct: 16.7
power_and_ir_drop:
  total_power_mw: 0.415
  p_per_area_mw_per_mm2: 36.7
  vdd_ir_drop_max_mv: 0.0220
  leakage_nw: 4.07
worst_hold_path:
  min_path_type: "input pin to output port"
floorplanning:
  die_h_um: 239
  die.size.x_um: 239
  die-area_mm2: 0.0571
  core.rowCount: 80
  initial_core_util_pct: 11.4
  coreArea_mm2: 0.0475
  ios: 508
detailed_routing:
  wl_per_cell_um: 25.4
  route.vias.total: 8756
  routed_wl_um: 49800
  first_pass_iters: 5
  viasPerCell: 4.47
  drtAntennaViolNets: 0
  first_iter_violations: 539
  drc: 0
## cell usage after synthesis (5+ instances only)
library cell	instances
mux2i_1	63
a311oi_1	5
a21oi_1	61
a211o_1	6
o22ai_1	13
nand2_1	108
xnor2_1	39
mux2_2	29
nand2b_1	6
buf_4	5
a22oi_1	12
inv_1	14
nand3_1	31
o21ai_0	102
a222oi_1	8
or3_1	8
buf_2	8
nor2b_1	19
nand4_1	21
a21o_1	5
o211ai_1	14
a211oi_1	38
clkbuf_1	50
nor3_1	11
nor4_1	14
a31oi_1	5
and3_1	9
or4_1	6
xor2_1	29
buf_1	5
nor2_1	53
o21a_1	5
o221ai_1	11
## final cells by class
class | instances | area (µm²)
well taps | 615 | 769
fillers | 5232 | 36300
multi-input cells | 773 | 5050
diodes | 5 | 12.5
inverters | 14 | 52.6
repair buffers | 553 | 5400
## through the flow
stage               instances  instance area (µm²)
floorplan                 859                 5410
global placement         1955                11300
CTS                      1955                11300
detailed placement       1955                11300
finish                   1960                11300
global route             1956                11300
## routing by layer
layer / part of all wire, % / vias to the layer above
li1: - / 4228
met3: 9.0 / 26
met2: 45 / 444
met4: 1.4 / 0
met1: 44 / 4058
met5: 0 / -
## report_power, final
group	switching (mW)	total [mW]	internal [mW]
combinational	0.180	0.415	0.234
clock	0	0.00000000189	0.00000000186
sequential	0	0	0
## how the worst min path moves through the flow
stage | startpoint | cells after the start | slack [ns] | end
final | des_memstage[28] | 4 | 5.92 | mem_din[28]
after CTS | des_memstage[23] | 4 | 5.92 | mem_din[23]
after global routing | des_memstage[29] | 4 | 5.96 | mem_din[29]
## critical path, delay by kind of cell
kind | cells | cell delay, ns
AND/OR/NAND/NOR | 4 | 0.78
AND-OR/OR-AND | 3 | 1.29
buffers and inverters | 4 | 1.86
## cells by family (layout without fill, tap and decap cells)
family                     after synthesis  after routing  synth area share [%]
AOI/OAI and AO/OA                      308            308                  36.3
and+or+nand+nor                        303            303                  27.6
muxes                                   92             92                  17.7
buffers and inverters                   86            567                  6.98
xor gates and xnor gates                68             68                  11.0
adders and majority gates                2              2                 0.462
other                                    0              5                     0
